==> flow/config.mk <==
export PLATFORM = sky130hd
export DESIGN_NAME = dpll
export DESIGN_NICKNAME = dpll
export VERILOG_FILES = /design/flow/design.v
export SDC_FILE = /design/flow/constraint.sdc
export NUM_CORES = 4
export LEC_CHECK = 1
export CORE_UTILIZATION = 50
==> flow/constraint.sdc <==
current_design dpll

set clk_period 10.8
set clk_io_pct 0.2

create_clock -name clk0 -period $clk_period [get_ports {clk}]

set non_clock_inputs [all_inputs -no_clocks]
set_input_delay [expr $clk_period * $clk_io_pct] -clock clk0 $non_clock_inputs
set_output_delay [expr $clk_period * $clk_io_pct] -clock clk0 [all_outputs]
==> flow/design.v <==
module dpll
#(
    parameter           USE_FILTER          = 1,
    parameter           FILTER_LENGHT       = 6,
    parameter           ACCUMULATOR_WIDTH   = 16,
    parameter           COUNTER_WIDTH       = 16
)
(
    input                                   rst,
    input                                   clk,
    input                                   slew,
    input   [COUNTER_WIDTH - 1 : 0]         div,
    output                                  ce,
    output                                  clr,
    output  [COUNTER_WIDTH - 1 : 0]         correct_div
);
    reg     [FILTER_LENGHT - 1 : 0]         filter_cnt;
    wire    [FILTER_LENGHT - 1 : 0]         new_filter_cnt;    
    reg     [ACCUMULATOR_WIDTH - 1 : 0]     acc;
    reg     [COUNTER_WIDTH - 1 : 0]         div_cnt;
    wire    [COUNTER_WIDTH - 1 : 0]         sub_div_cnt;
    wire    [FILTER_LENGHT - 1 : 0]         next_filter_cnt_up;
    wire    [FILTER_LENGHT - 1 : 0]         next_filter_cnt_down;
    wire                                    clear_filter;
    wire                                    up_correct;
    wire                                    down_correct;
    generate
    if (USE_FILTER == 1) begin
        assign next_filter_cnt_up   = clear_filter ? {1'b1, {FILTER_LENGHT - 1{1'b0}}} : filter_cnt + { {FILTER_LENGHT - 1{1'b0}}, {1'b1} };
        assign next_filter_cnt_down = clear_filter ? {1'b1, {FILTER_LENGHT - 1{1'b0}}} : filter_cnt - { {FILTER_LENGHT - 1{1'b0}}, {1'b1} };
        assign clear_filter = up_correct | down_correct;
        assign up_correct   = (filter_cnt == {FILTER_LENGHT{1'b1}}) & clr  & ~slew;
        assign down_correct = (filter_cnt == {FILTER_LENGHT{1'b0}}) & slew & ~clr;
        always @(posedge clk or posedge rst)
            if(rst) 
                filter_cnt <= {1'b1, {FILTER_LENGHT - 1{1'b0}}};
            else if (slew & ~clr)  
                filter_cnt <= next_filter_cnt_down;
            else if (clr  & ~slew) 
                filter_cnt <= next_filter_cnt_up;
    end else begin
        assign up_correct   = clr  & ~slew;
        assign down_correct = slew & ~clr;
    end
    endgenerate
    always @(posedge clk or posedge rst)
        if(rst) 
            acc <= {ACCUMULATOR_WIDTH{1'b0}};
        else if (down_correct)
            acc <= acc - {{ACCUMULATOR_WIDTH - 1{1'b0}}, {1'b1}};
        else if (up_correct)    
            acc <= acc + {{ACCUMULATOR_WIDTH - 1{1'b0}}, {1'b1}};
    assign correct_div = div     + acc[ACCUMULATOR_WIDTH - 1 : ACCUMULATOR_WIDTH - COUNTER_WIDTH];
    assign sub_div_cnt = div_cnt - {{COUNTER_WIDTH - 1{1'b0}}, {1'b1}};
    always @(posedge clk or posedge rst)
        if(rst) 
            div_cnt <= {COUNTER_WIDTH{1'b0}};
        else if (clr | slew) 
            div_cnt <= correct_div;
        else 
            div_cnt <= sub_div_cnt;
    assign clr = (div_cnt     == {COUNTER_WIDTH{1'b0}});
    assign ce  = (sub_div_cnt == {1'b0, correct_div[COUNTER_WIDTH - 1 : 1]});
endmodule
==> flow/run.sh <==
#!/bin/bash
# OpenROAD 26Q1-2900-gdf79404cd8, Yosys 0.63+post, stock flow scripts
make -C /OpenROAD-flow-scripts/flow DESIGN_CONFIG=/design/flow/config.mk WORK_HOME=/design/flow/orfs finish
==> summary.txt <==
status -> complete, no violations
Worst-path clk slew -> 0.07 ns
Setup-failing EPs final -> 0
Met3 Wirelength -> 140 um
Complex Gates by Area -> 18.1%
r2r startpoint -> div_cnt[7]
CP endpoint kind -> primary output
tool warning count -> 29
Yosys chip area -> 3480 um2
Core ar. -> 6760 um2
MaxCap Viol Count -> 0
NetSw -> 456 uW
first-pass GRT wire length -> 12.8 mm
Die Width -> 85.4 um
RSZ-0062 raised after global routing -> no
sequential share of the synthesized area -> 27.4%
Pint -> 629 uW
M1 WL -> 3.87 mm
ant diodes -> 0
Die Footprint -> 7300 um2
min-delay worst type -> reg2reg
Tot GR Track Use -> 22.5%
area grow syn2layout -> 14.5%
DRT iter0 DRCs -> 120
largest net degree at the start of global routing -> 39
Critical Path RT -> 8.64 ns
clk latency of the worst-skew pair -> 0.29 ns
f_max -> 130 MHz
CTS Buf Count -> 5
CP Max Fanout -> 5
Routed Antenna Nets -> 0
min-delay src -> acc[15]
power consumption -> 1.08 mW
Cell Type Count -> 50
sequential share of power -> 25.9%
Residual DRC -> 0
Rel. slew slack -> 48.1%
most frequent cells in the layout -> nor2_1, a21oi_1, dfrtp_1
DR WL/cell -> 14.3 um
Registers, synthesis -> 38
EDFF count, synth -> 0
critical path type -> in2out
ys async rst share -> 100%
fp_density -> 51.5%
Synth logic family -> simple AND/OR/NAND/NOR gates
htree depth -> 2
switch share -> 42.0%
Worst Tran Pin Value -> 0.759 ns
Commonest Layout Cell -> nor2_1
yosys cell count -> 410
FF/Latch Area -> 952 um2
postcts setup bufs -> 0
synthesized cell area -> 3480 um2
initial antenna violation count -> 0
Final Hold Vio Count -> 0
CTS Root Cell -> clkbuf_8
Slew Viols, Final -> 0
Die Y -> 85.4 um
Avg Inst Size Synth -> 8.49 um2
maximum vdd drop -> 0.121 mV
Worst Setup Start Kind -> input port
Ys Warns -> 1
hold endpoint -> acc[15]
Cell Rows -> 30
number of global-route vias before repair -> 2722
hold-fix buffers at CTS -> 0
final wirelength -> 7.49 mm
Setup TNS Final -> 0 ns
pwr/cell area -> 272 nW/um2
Synth mux share -> 1.80%
Final Skew -> 0.00691 ns
Clock power frac -> 8.5%
clock sink count -> 38
CTS Buffer Depth -> 2
Comb pwr share -> 65.7%
DRT Pass-1 Iters -> 4
Simple Share, Synth -> 19.9%
CTS tree -> built
I/O Pins -> 37
critical path arrival -> 5.52 ns
R2R setup slack -> 5.74 ns
GP Congestion -> 0.843
main flop type -> dfrtp_1
top routing layer in use -> met4
via count -> 2901
Worst Hold Depth -> 1
Post-CTS Resized -> 0
Period minus WS final -> 7.68 ns
XOR/XNOR Area Share -> 15.3%
MI comb area -> 2400 um2
Buffers on Ports -> 36
Remaining Overflow, GRT -> 0
fill count -> 605
final worst path period share -> 71.1%
P_leak -> 1.73 nW
Post-Synth Adder-Cell Area -> 13.7%
Reg-to-Reg End -> acc[14]
vias per cell -> 5.54
cells after synthesis -> 410
DP Wirelength -> 5.94 mm
Worst Reg-to-Reg Cells -> 14
layout cells sized above 1 -> 4.50%
WL met2 -> 3.42 mm
==> worst max-delay path, cell delays in order <==
cell,delay [ns]
clkdlybuf4s50_1,0.45
ha_1,0.30
a211oi_1,0.12
or3_1,0.42
a21oi_1,0.31
xnor3_1,0.37
nor4_1,0.28
nand4_1,0.16
nor4b_1,0.29
and4_1,0.21
clkdlybuf4s50_1,0.45
==> state kept, by name (all words and copies together), names as in the netlist <==
signal and cells:
acc 16, div_cnt 16, filter_cnt 6
==> worst max path at each step <==
| stage | startpoint | end | slack [ns] | cells after the start |
|---|---|---|---|---|
| finish | div[1] | ce | 3.12 | 11 |
| global route | div[4] | ce | 2.88 | 11 |
| CTS | div[1] | ce | 3.10 | 11 |
==> power by group through the flow <==
stage	Clock, mW	Combinational (mW)	Sequential, mW
4_1_cts	0.0958	0.720	0.281
5_1_grt	0.102	0.806	0.292
6_report	0.0918	0.712	0.280
==> synth_stat cells (2+ instances only) <==
cell / count / area share, %
nand2_1: 29 / 3.1
xor2_1: 21 / 5.3
a211oi_1: 4 / 0.86
fa_1: 2 / 1.2
a21oi_1: 42 / 6.0
o211ai_1: 2 / 0.43
nor3_1: 11 / 1.6
a311oi_1: 3 / 0.75
nand3b_1: 2 / 0.43
and3_1: 2 / 0.36
o21ai_0: 19 / 2.7
nand4_1: 3 / 0.54
and4_1: 2 / 0.50
clkbuf_1: 10 / 1.1
inv_1: 22 / 2.4
a21o_1: 7 / 1.5
nand2b_1: 2 / 0.36
xnor3_1: 2 / 1.3
o21a_1: 4 / 0.86
dfrtp_1: 37 / 27
xnor2_1: 32 / 8.1
o21ba_2: 3 / 0.86
or3_1: 11 / 2.0
nor4_1: 4 / 0.72
o21bai_1: 3 / 0.65
nor2_1: 43 / 4.6
nand3_1: 14 / 2.0
mux2_2: 2 / 0.65
o2111ai_1: 2 / 0.50
nor2b_1: 3 / 0.54
ha_1: 35 / 13
mux2i_1: 4 / 1.2
a31oi_1: 4 / 0.72
o31ai_1: 4 / 0.86
nor3b_1: 2 / 0.43
or4_4: 4 / 1.3
==> cell families after synthesis <==
| kind of cell | count (synthesis) |
|---|---|
| xor gates and xnor gates | 56 |
| muxes | 6 |
| buffers and inverters | 33 |
| AOI/OAI and AO/OA | 102 |
| and+or+nand+nor | 138 |
| adders and majority gates | 37 |
| DFF | 38 |
==> area by class of cell <==
class	count	share of cell area, %
Tap cell	80	2.51
Timing Repair Buffer	38	9.42
Clock buffer	7	1.92
Sequential cell	38	23.9
Multi-Input combinational cell	339	60.2
Inverter	22	2.07
==> per-stage QoR <==
stage	hold WS [ns]	std cells	area [um2]	worst slack, ns	util (%)
6_report	0.488	524	3980	3.12	59.0
5_1_grt	0.515	524	3980	2.88	59.0
4_1_cts	0.495	524	3980	3.10	59.0
3_5_place_dp	0.482	517	3910	3.11	57.8
3_3_place_gp	0.479	517	3910	3.16	57.8
2_1_floorplan	0.462	410	3480	4.20	-
==> layer usage <==
metal	global-route usage, %	vias to the layer above
met5	0	-
li1	-	1526
met4	1.67	0
met3	2.27	5
met2	35.5	34
met1	36.1	1336
Power figures rest on the tool's default switching activity, not on a simulated workload.
