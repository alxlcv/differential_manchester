File: ./run.sh
#!/bin/bash
# OpenROAD 26Q1-2900-gdf79404cd8, Yosys 0.63+post, stock flow scripts
make -C /OpenROAD-flow-scripts/flow DESIGN_CONFIG=/design/flow/config.mk WORK_HOME=/design/flow/orfs finish
File: ./design.v
module decoder(
    input                                   clk,
    input                                   rst, 
    input                                   rx_ce2x,
    output reg                              rx_sdata,
    output                                  rx_slew,
    output                                  rx_sync,
    output                                  rx_ce,
    input                                   rxd,
    output reg                              carrier
);
    reg [2 : 0]                             sync_rxd;
    reg [2 : 0]                             last_rxd;
    assign rx_ce = carrier & rx_ce2x;
    assign rx_sync = ~((~(|last_rxd)) | ( &last_rxd));
    always @(posedge clk or posedge rst)
        if(rst) 
            carrier <= 1'b0;
        else if (rx_ce2x) 
            carrier <= ~carrier;
    always @(posedge clk or posedge rst)
        if(rst) 
            sync_rxd <= 3'b000;
        else 
            sync_rxd <= {sync_rxd[1:0], rxd};
    assign rx_slew = sync_rxd[1] ^ sync_rxd[2];
    always @(posedge clk or posedge rst)
        if(rst) 
            last_rxd <= 3'b000;
        else if (rx_ce2x) 
            last_rxd <= {last_rxd[1:0], sync_rxd[1]};
    always @(posedge clk or posedge rst)
        if(rst) 
            rx_sdata <= 1'b0;
        else if (rx_ce) 
            rx_sdata <= ((last_rxd[1] ^ last_rxd[0]) & (last_rxd[2] ^ last_rxd[1]));
endmodule
File: ./config.mk
export PLATFORM = sky130hd
export DESIGN_NAME = decoder
export DESIGN_NICKNAME = decoder
export VERILOG_FILES = /design/flow/design.v
export SDC_FILE = /design/flow/constraint.sdc
export NUM_CORES = 4
export LEC_CHECK = 1
export CORE_AREA = 10 10 70 70
export DIE_AREA = 0 0 80 80
File: ./constraint.sdc
current_design decoder

set clk_period 1.1
set clk_io_pct 0.2

create_clock -name clk0 -period $clk_period [get_ports {clk}]

set non_clock_inputs [all_inputs -no_clocks]
set_input_delay [expr $clk_period * $clk_io_pct] -clock clk0 $non_clock_inputs
set_output_delay [expr $clk_period * $clk_io_pct] -clock clk0 [all_outputs]
==> flow_summary.toml <==
# synthesis and place-and-route metrics
[synthesis]
ys_cells = 27
syn_area_um2 = 347
syn_area_per_cell_um2 = 12.8
synthCells = 27
yosysChipArea_um2 = 347
ys_ff = 8
synth.distinct_cells = 13
yosysWarnings = 1
ys_seq_share_pct = 57.8

[setup_path]
cp_cell_sequence = "inv_2 > ha_4 > mux2i_1 > buf_2"
cp.arrival_ns = 1.06
worstPathBufferInverterCount = 2
cpPeakStageDelay_ns = 0.38
cp.required_ns = 0.88
worst-setup-path-type = "reg -> out"
crit_family = "flip-flops"
critPathMaxFanout = 3
slowest_stage = "dfrtp_1"
startpoint_type = "flip-flop"
endpoint_kind = "output port"

[power]
power.leakage_uw = 0.000265
ir_drop_uv = 452
p_per_area_nw_per_um2 = 1730

[sta]
skew_ns = 0.00573
post-route-worst-setup-slack_ns = -0.182
finalClockPeriodUsage_pct = 117
rsz0062_at_grt = "true"
slew_headroom_pct = 80.4
drv_slew = 0
tightest_slew_ns = 0.294
hold_violations = 0
finalSetupViolations = 2
clock.fmax_mhz = 780
fin_crit_ns = 1.28

[grt]
globalRouteMet3Util_pct = 1.48
grt.busiest_layer = "met2"
grt_use_met2_pct = 2.97
grt_max_degree = 9
gr-total-overflow = 0
grt_pass1_wl_mm = 1.15
grtUsageTotal_pct = 2.26
gr-usage-met1_pct = 2.91
grt_pass1_vias = 252
grt_antenna_before_repair = 0

[clocking]
ctsHtreeMaxLevel = 1
clk_pin_slew_ns = 0.05
numCtsBuffers = 3
cts_tree = "yes"
cts_hold_buf = 0
cts_sinks = 8
clock-root-buffer = "clkbuf_4"
clk-insertion-delay-late_ns = 0.25
clock_path_buffers = 2

[cells_and_area]
syn_to_final_growth_pct = 68.6
fin_cells = 93
lay_top_cells = "8 x dfrtp_1, 8 x buf_4, 4 x buf_6"
drive_above_1_share_pct = 51.1
fin_area_um2 = 584
finish.utilization_pct = 17.1

[die]
ios = 9
dieArea_um2 = 6400
die_w_um = 80
fp.dieH_um = 80
core_area_um2 = 3420
fp-row-count = 21
fp_util_pct = 10.1

[status]
violations = "setup timing"
outcome = "finished, violations left"

[drt]
viasPerCell = 2.76
num_vias = 257
routed_wl_um = 685
post-route-drc-count = 0
wl_per_cell_um = 7.37
drtAntennaViolNets = 0
firstDrtPassIters = 2
drt_iter0_drc = 2
diodes = 0

[placed_design]
detailed_place.area_um2 = 518
port_buffers = 8
place_congestion = 0.711
dpl.cell_count = 86
dp_hpwl_um = 513

[min_path]
hp-class = "in -> async"

[flow_run]
cap_violations = 0
warnings = 28
[where the power goes]
group	switching [uW]	internal, uW	leakage (uW)
sequential	37.6	351	0.0000970
combinational	119	284	0.000155
clock	93.4	124	0.0000138
total	250	759	0.000265
[routing by layer]
metal | wire [um] | share of wire [%]
met5 | 0 | 0
met4 | 19 | 2.8
met3 | 55 | 8.0
met2 | 307 | 45
met1 | 302 | 44
[metrics by stage]
step | hold WS, ns | setup TNS [ns] | total power [uW] | worst slack, ns
3_3_place_gp | 0.334 | -1.18 | 695 | -0.451
6_report | 0.216 | -0.319 | 1010 | -0.182
4_1_cts | 0.215 | -0.457 | 1060 | -0.206
5_1_grt | 0.217 | -0.537 | 1090 | -0.287
2_1_floorplan | 0.0357 | 0 | 498 | 0.143
3_5_place_dp | 0.335 | -1.20 | 697 | -0.458
[logic make-up after synthesis]
logic type               count (synthesis)  share of synthesized area (%)
AND-OR/OR-AND                            3                           6.50
XOR/XNOR                                 3                           7.58
adder cells (fa/ha/maj)                  2                           7.22
buffers and inverters                    5                           7.58
flip-flops                               8                           57.8
multiplexers                             2                           7.22
AND/OR/NAND/NOR                          4                           6.14
[flip-flops by register name (all words and copies together), names as in the netlist]
register / count
carrier: 1
last_rxd: 3
rx_sdata: 1
sync_rxd: 3
[final cells by class]
class	instances	area, um2
Clock buffer	3	22.5
Inverter	4	15.0
Fill cell	378	2830
Multi-Input combinational cell	14	135
Sequential cell	8	200
Timing Repair Buffer	18	154
Tap cell	46	57.6
[final timing paths]
check	start	to	slack, ns	cells after the start
worst max-delay path	last_rxd[0]	rx_sync	-0.18	4
worst min-delay path	rst	sync_rxd[1]	0.22	2
worst max register to register	carrier	rx_sdata	0.12	4
worst min register to register	sync_rxd[0]	sync_rxd[1]	0.34	0
max in group asynchronous	rst	last_rxd[1]	0.65	2
min in group clk0	sync_rxd[0]	sync_rxd[1]	0.34	0
[synthesized netlist by cell type, drive strengths merged]
cell type  instances  area, um2
mux2i              1       10.0
ha                 2       25.0
inv                4       15.0
nand2              2       7.51
nand3              1       5.00
xnor2              1       8.76
and2               1       8.76
xor2               2       17.5
o22ai              1       12.5
dfrtp              8        200
mux2               1       15.0
buf                1       11.3
o21ai              2       10.0
[repair_timing]
action	CTS	global route
gates cloned	0	0
pin swaps	1	0
endpoints found under the setup margin	5	5
gates resized	24	1
hold endpoints to repair	0	0
setup buffers	4	1
[worst register-to-register path, stage by stage, from the launching register on]
cell and delay (ns):
dfrtp_1 0.39, buf_6 0.12, and2_4 0.15, buf_4 0.12, o22ai_2 0.12
Power is estimated from default activity; no workload was simulated.
