--- /design/flow/constraint.sdc ---
current_design brg

set clk_period 6.0
set clk_io_pct 0.2

create_clock -name clk0 -period $clk_period [get_ports {clk}]

set non_clock_inputs [all_inputs -no_clocks]
set_input_delay [expr $clk_period * $clk_io_pct] -clock clk0 $non_clock_inputs
set_output_delay [expr $clk_period * $clk_io_pct] -clock clk0 [all_outputs]
--- /design/flow/design.v ---
module brg 
#(
    parameter           COUNTER_WIDTH       = 16
)
(
    input                                   clk,
    input                                   rst,
    input                                   slew,
    input   [COUNTER_WIDTH - 1 : 0]         div,
    output  wire                            ce
);
    reg     [COUNTER_WIDTH - 1 : 0]         div_cnt; 
    wire    [COUNTER_WIDTH - 1 : 0]         sub_div_cnt;
    wire                                    clr;
    assign sub_div_cnt = div_cnt - {{COUNTER_WIDTH - 1{1'b0}}, {1'b1}};
    always @(posedge clk or posedge rst)
        if(rst) 
            div_cnt <= {COUNTER_WIDTH{1'b0}};
        else if (clr) 
            div_cnt <= div;
        else 
            div_cnt <= sub_div_cnt;
    assign clr = (div_cnt     == {COUNTER_WIDTH{1'b0}}) | slew;
    assign ce  = (sub_div_cnt == {1'b0, div[COUNTER_WIDTH - 1 : 1]});
endmodule
--- /design/flow/config.mk ---
export PLATFORM = sky130hd
export DESIGN_NAME = brg
export DESIGN_NICKNAME = brg
export VERILOG_FILES = /design/flow/design.v
export SDC_FILE = /design/flow/constraint.sdc
export NUM_CORES = 4
export LEC_CHECK = 1
export CORE_AREA = 10 10 102 102
export DIE_AREA = 0 0 112 112
--- /design/flow/run.sh ---
#!/bin/bash
# OpenROAD 26Q1-2900-gdf79404cd8, Yosys 0.63+post, stock flow scripts
make -C /OpenROAD-flow-scripts/flow DESIGN_CONFIG=/design/flow/config.mk WORK_HOME=/design/flow/orfs finish
==> metrics.cfg <==
[cts]
cts_buffer_depth = 2
root_buffer = clkbuf_8
insertion_delay_ns = 0.25
cts_tree = built
cts.sinks = 16
clk_pin_slew_ns = 0.06
cts_buffers = 3
postCtsHoldBufs = 0
post_cts_buffers = 0
cts_resized = 0
h-tree-depth = 1

[placement]
place_inst = 277
place_ws_ns = 1.438
hpwl_mm = 2.707
portBuffers = 19
routabilityCongestion = 0.8351

[worst_setup_path]
crit_path_max_fanout = 4
cp-end-kind = primary output
path_common_cell = clkdlybuf4s50_1
crit_type = in2out
start_kind = input pin
cp_top_family = buffers and inverters
crit_chain = clkdlybuf4s50_1 -> xor2_1 -> a211oi_1 -> a21oi_1 -> a311oi_1 -> nand4_1 -> nor4_2 -> clkdlybuf4s50_1
cp_slowest_cell = clkdlybuf4s50_1
critPathRequiredTime_ns = 4.80
critical-path-max-stage-delay_ns = 0.53
critPathArrivalTime_ns = 3.33
cp_num_buf_inv = 2

[cells_and_area]
final_cells = 280
area_growth_pct = 24.61
seqCellArea_sq_um = 400.4
nFillCells = 864
largest_registers = div_cnt (16)
top_register = div_cnt
post-route-util = 0.2051
lay_top_count = nand2_1
final_layout_top_logic_cells = nand2_1, clkdlybuf4s50_1, dfrtp_1
drive_above_1_share = 0.07429
largest_reg_flops = 16
combGateArea_sq_um = 884.6

[timing]
fin_crit_ns = 4.526
hold_viol = 0
final_max_slew_viol_count = 0
fin_setup_tns_ns = 0
min_period_over_period = 0.7544
setup_viol = 0
worst_slew_pin_slew_ns = 0.6585
final.setup.worst_slack_ns = 1.474
fmax_ghz = 0.2209
clock_skew_ns = 0.001388
rsz0062_at_grt = no
relSlewSlack = 0.5605

[route]
routed-wl-met3_um = 187
final_antenna_net_count = 0
num_antenna_cells = 0
drc_errors = 0
viasPerCell = 4.139
routed_wl_mm = 3.487
met2RoutedLength_mm = 1.614
wirelength_met1_mm = 1.656
vias = 1159
drt-initial-drc-count = 73
drt_first_pass_iters = 4
dr.max_layer_used = met4
routedWlPerCell_um = 12.45

[pwr]
power_switching_w = 0.0001150
sw_frac_of_total = 0.3469
p_seq_frac = 0.438
p_comb_frac = 0.314
ir_worst_vdd_mv = 0.05771
intPower_w = 0.0002165
p_leak_nw = 0.5901
pwr-share-clk = 0.248
powerDensity_nw_per_um2 = 196.7

[flow_run]
tool_warnings = 25
cap_viol_max_count = 0

[grt]
grt_usage = 0.05422
grt_first_pass_wirelength_mm = 5.851
antenna_found_initial = 0
grt_max_degree = 25
overflow = 0
grt_pass1_vias = 1183

[synthesis]
ys_seq_elements = 16
yosys_area_sq_um = 1353
yosys_cells = 160
top_area_frac = 0.2960
yosysTopAreaCell = dfrtp_1
synth.avg_cell_area_sq_um = 8.453
synth_area_sq_um = 1353
syn_inst = 160
ys_seq_share = 0.2960
area_leaders = dfrtp_1, xnor2_1, xor2_1
synthDistinctLibCells = 42
ys_warn_count = 1

[worst_hold_path]
hp-class = reg2reg

[floorplanning]
io_pins = 20
die_h_um = 112
fp_util = 0.1646
core_sq_um = 8217
num_rows = 33
die_x_um = 112
die_area_sq_um = 12540

[outcome]
status = completed

power groups by stage:
stage | clock [W] | combinational [W] | sequential [W]
global route | 0.0000899 | 0.000117 | 0.000148
finish | 0.0000821 | 0.000104 | 0.000145
CTS | 0.0000857 | 0.000105 | 0.000145
cell families (layout without fill, tap and decap cells):
group | count (synthesis) | after routing | share of synthesized area
DFF | 16 | 16 | 0.2960
xor gates and xnor gates | 27 | 27 | 0.1748
and+or+nand+nor | 58 | 58 | 0.2664
adders and majority gates | 1 | 1 | 0.009249
AOI/OAI and AO/OA | 42 | 42 | 0.1971
buffers and inverters | 16 | 31 | 0.05643
cell type report:
cell class                 count  area share
inverter                       8     0.01782
multi-input combinational    128      0.5249
sequential                    16      0.2376
tap                          105     0.07795
clock buffer                   3     0.02450
timing repair buffer          20      0.1173
through the flow:
step / total power [W] / area, sq um / hold WS [ns]
3_3_place_gp: 0.0002506 / 1644 / 0.6007
2_1_floorplan: 0.0002181 / 1353 / 0.5473
5_1_grt: 0.0003545 / 1685 / 0.6715
6_report: 0.0003315 / 1685 / 0.6077
4_1_cts: 0.0003352 / 1685 / 0.6199
3_5_place_dp: 0.0002502 / 1644 / 0.6109
routing by layer:
layer  vias to the layer above  GRT usage
met5                         -          0
li1                        599          -
met4                         0   0.006768
met1                       530    0.07222
met2                        26    0.08936
met3                         4    0.01303
Yosys cell counts, drive strengths merged:
cell / n
o311ai: 1
inv: 8
xor2: 12
and4b: 1
a311oi: 2
o211ai: 1
nand4: 4
buf: 7
nor2b: 2
nor3b: 1
o31ai: 1
nor4: 5
nand2: 22
o22a: 1
nand2b: 6
o21ai: 17
or4: 2
clkbuf: 1
nand3b: 1
o32ai: 1
ha: 1
a31oi: 5
dfrtp: 16
nand3: 2
and2: 2
a211oi: 1
o2111ai: 1
nor3: 3
o221a: 1
o22ai: 2
a21oi: 6
xnor2: 15
o31a: 1
nor2: 6
and3b: 1
a21boi: 1
worst register-to-register path, stage by stage, from the launching register on:
cell,delay [ns]
dfrtp_1,0.44
inv_1,0.09
ha_1,0.18
nor3b_4,0.45
nand4_1,0.36
o31ai_4,0.42
buf_4,0.32
o21ai_0,0.14
path summary, 6_finish.rpt:
path	from	endpoint	slack [ns]	cells past startpoint
hold reg to reg	div_cnt[0]	div_cnt[0]	0.61	1
hold / removal	div_cnt[0]	div_cnt[0]	0.61	1
min in group asynchronous	rst	div_cnt[3]	1.34	2
setup / recovery	div[6]	ce	1.47	8
max in group asynchronous	rst	div_cnt[1]	4.23	2
setup reg to reg	div_cnt[0]	div_cnt[8]	3.48	7
Power and IR drop assume default switching activity.
